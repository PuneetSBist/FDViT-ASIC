[./design.v]
module bilinear_interpolation (
    input logic [15:0] x,    
    input logic [15:0] y,    
    input logic [7:0] a1,    
    input logic [7:0] a2,    
    input logic [7:0] a3,    
    input logic [7:0] a4,    
    output logic [7:0] v    
);
    logic [7:0] dx, dy;              
    logic [15:0] v1, v2;             
    assign dx = x[7:0];  
    assign dy = y[7:0];  
    assign v1 = ((a1 * ((1 << 8) - dx)) + (a2 * dx)) >> 8;
    assign v2 = ((a3 * ((1 << 8) - dx)) + (a4 * dx)) >> 8;
    assign v = ((v1 * ((1 << 8) - dy)) + (v2 * dy)) >> 8;
endmodule
[./run.sh]
#!/bin/bash
# OpenROAD 26Q1-2900-gdf79404cd8, Yosys 0.63+post, stock flow scripts
make -C /OpenROAD-flow-scripts/flow DESIGN_CONFIG=/design/flow/config.mk WORK_HOME=/design/flow/orfs finish
[./config.mk]
export PLATFORM = sky130hd
export DESIGN_NAME = bilinear_interpolation
export DESIGN_NICKNAME = bilinear_interpolation
export VERILOG_FILES = /design/flow/design.v
export SDC_FILE = /design/flow/constraint.sdc
export NUM_CORES = 4
export LEC_CHECK = 1
export CORE_UTILIZATION = 50
[./constraint.sdc]
current_design bilinear_interpolation

set clk_period 20.7
set clk_io_pct 0.2

create_clock -name clk0 -period $clk_period

set non_clock_inputs [all_inputs -no_clocks]
set_input_delay [expr $clk_period * $clk_io_pct] -clock clk0 $non_clock_inputs
set_output_delay [expr $clk_period * $clk_io_pct] -clock clk0 [all_outputs]
==> flow_summary.yaml <==
# implementation run metrics
layout:
  fin_area_um2: 16800
  seq_cells: 0
  num-fill-cells: 2616
  ff_latch_area_um2: 0
  logic_area_um2: 13300
  n_clock_buffer: 0
  instances_no_fill: 2186
  utilization_pct: 57.9
  drive_gt1_share_pct: 8.27
  area_growth_pct: 12.6
drt:
  firstDrtPassIters: 6
  n_antenna_cell: 0
  drc: 0
  drt_iter0_markers: 362
  vias: 10700
  wirelength_um: 30300
  vias_per_cell: 4.87
  wl_per_cell_um: 13.9
  ant_nets: 0
global_route:
  grt_overflow: 0
  grt_pass1_vias: 11000
  grt_start_max_net_pins: 31
  antenna_found_initial: 0
  grt_pass1_wl_um: 53200
  track_usage_pct: 23.2
setup_path:
  worst_path_max_delay_cell: "or4_4"
  path_delay_family: "adder cells"
  cp-end-kind: "output port"
  crit_cells: 41
  crit_top_cell: "fa_1"
  critPathKind: "input port to output port"
  cp-endpoint: "v[7]"
  required_ps: 16560
  cp-start-kind: "input port"
  critPathMaxStageDelay_ps: 540
  crit_start: "x[4]"
  cp_max_fo: 5
  cp.buffers_inverters: 9
  crit_arrival_ps: 16090
worst_hold_path:
  hp-start: "y[0]"
  hold_class: "input port to output port"
synth:
  top_cells_by_area: "fa_1, ha_1, inv_1, and2_1, nand2_1"
  top_cell_area_share_pct: 45.1
  yosys_cells: 1698
  yosys_area_um2: 15000
  mappedNetlistArea_um2: 15000
  avgSynthCellArea_um2: 8.81
  synth_cell_types: 50
  yosysSeqAreaShare_pct: 0
  synth_top_cell_by_count: "inv_1"
  yosys_warnings: 0
  ys_top_cells_by_count: "inv_1, fa_1, and2_1"
  synth_cells: 1698
  synth_area_leader_cell: "fa_1"
final_timing:
  fin_crit_sh_pct: 97.7
  fmax_ghz: 0.0494
  report.final.hold_viol_count: 0
  tightest_slew_ps: 804
  setup_viol: 0
  slew_headroom_pct: 46.0
  slew_violations: 0
  whs_ps: 9720
  fin_ws_ps: 475
  period_minus_slack_ps: 20230
cts:
  hold_buffers: 0
place:
  hpwl_um: 27400
  gp_congestion: 0.889
  pre_cts_ws_ps: -215
  placed_area_um2: 16400
  port_buffers: 56
  dp_cells: 2173
die:
  coreArea_um2: 29100
  die_h_um: 175
  die-area_um2: 30600
  ios: 72
  rows: 62
  die-width_um: 175
  initCoreUtil_pct: 51.4
job:
  warnings: 52
  drv_cap: 0
status:
  status: "finished clean"
## cell usage in the layout, fill, tap and decap left out, drive strengths merged, types with 2 or more instances in the layout
cell type,n
nand3,11
o2111ai,2
xnor3,3
xnor2,33
nor2,48
nand4,5
or2,4
xor2,20
clkdlybuf4s50,54
a31oi,3
or3,8
nand2b,7
nor2b,6
inv,466
ha,211
o211a,2
buf,90
a21oi,31
nand2,170
mux2i,2
o21a,2
o21ai,12
and3,2
nor3,13
dlymetal6s2s,2
nor4,3
a21o,9
and2,232
fa,337
## how the worst min path moves through the flow
stage | end | cells after the start
finish | v[0] | 7
CTS | v[0] | 7
global route | v[0] | 7
## layer usage
| layer | wire (µm) | share of wire [%] | up-vias | global-route usage (%) |
|---|---|---|---|---|
| met2 | 14500 | 48 | 244 | 35.6 |
| met5 | 0 | 0 | - | 0 |
| met3 | 1840 | 6.1 | 19 | 5.84 |
| met4 | 372 | 1.2 | 0 | 2.25 |
| met1 | 13600 | 45 | 5216 | 36.9 |
| li1 | - | - | 5177 | - |
## metrics by stage
step	setup TNS (ps)
after floorplan	0
after global placement	-695
after detailed placement	-516
after CTS	0
after global routing	-5.75
final	0
## tightest hold or removal path, cell delays in order
cell	delay [ps]
clkdlybuf4s50_1	400
buf_4	200
nand4_1	110
o21ai_0	90
a21oi_1	170
xnor2_1	80
clkdlybuf4s50_1	390
## what timing repair did
item | in CTS | in global routing
pin swaps | 2 | 38
gates resized | 10 | 55
cloned | 0 | 0
buffers inserted | 3 | 10
endpoints found under the setup margin | 5 | 6
## layout make-up
cell class         instances  share of cell area, %
repair buffers           146                   7.54
multi-input cells       1190                   79.2
inverters                466                   10.4
well taps                384                   2.85
## logic make-up after synthesis
family	after synthesis	synth area share, %
fa+ha+maj	548	62.7
simple gates	514	17.8
buf+inv	508	12.8
compound gates	70	3.05
xor+xnor	56	3.56
mux	2	0.134
